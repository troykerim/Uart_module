==> design/flow/design.v <==
`timescale 1ns / 1ps
module uart_rx
  #(parameter CLKS_PER_BIT = 217)
  (
   input        i_Clock,
   input        i_RX_Serial,
   output       o_RX_DV,
   output [7:0] o_RX_Byte
   );
  localparam IDLE         = 3'b000;
  localparam RX_START_BIT = 3'b001;
  localparam RX_DATA_BITS = 3'b010;
  localparam RX_STOP_BIT  = 3'b011;
  localparam CLEANUP      = 3'b100;
  reg [7:0]     r_Clock_Count = 0;
  reg [2:0]     r_Bit_Index   = 0;  
  reg [7:0]     r_RX_Byte     = 0;
  reg           r_RX_DV       = 0;
  reg [2:0]     r_SM_Main     = 0;
  always @(posedge i_Clock)
  begin
    case (r_SM_Main)
      IDLE :
        begin
          r_RX_DV       <= 1'b0;
          r_Clock_Count <= 0;
          r_Bit_Index   <= 0;
          if (i_RX_Serial == 1'b0)           
            r_SM_Main <= RX_START_BIT;
          else
            r_SM_Main <= IDLE;
        end
      RX_START_BIT :
        begin
          if (r_Clock_Count == (CLKS_PER_BIT-1)/2)
          begin
            if (i_RX_Serial == 1'b0)
            begin
              r_Clock_Count <= 0;   
              r_SM_Main     <= RX_DATA_BITS;
            end
            else
              r_SM_Main <= IDLE;
          end
          else
          begin
            r_Clock_Count <= r_Clock_Count + 1;
            r_SM_Main     <= RX_START_BIT;
          end
        end  
      RX_DATA_BITS :
        begin
          if (r_Clock_Count < CLKS_PER_BIT-1)
          begin
            r_Clock_Count <= r_Clock_Count + 1;
            r_SM_Main     <= RX_DATA_BITS;
          end
          else
          begin
            r_Clock_Count          <= 0;
            r_RX_Byte[r_Bit_Index] <= i_RX_Serial;
            if (r_Bit_Index < 7)
            begin
              r_Bit_Index <= r_Bit_Index + 1;
              r_SM_Main   <= RX_DATA_BITS;
            end
            else
            begin
              r_Bit_Index <= 0;
              r_SM_Main   <= RX_STOP_BIT;
            end
          end
        end  
      RX_STOP_BIT :
        begin
          if (r_Clock_Count < CLKS_PER_BIT-1)
          begin
            r_Clock_Count <= r_Clock_Count + 1;
     	    r_SM_Main     <= RX_STOP_BIT;
          end
          else
          begin
       	    r_RX_DV       <= 1'b1;
            r_Clock_Count <= 0;
            r_SM_Main     <= CLEANUP;
          end
        end  
      CLEANUP :
        begin
          r_SM_Main <= IDLE;
          r_RX_DV   <= 1'b0;
        end
      default :
        r_SM_Main <= IDLE;
    endcase
  end    
  assign o_RX_DV   = r_RX_DV;
  assign o_RX_Byte = r_RX_Byte;
endmodule 
==> design/flow/run.sh <==
#!/bin/bash
# OpenROAD 26Q1-2900-gdf79404cd8, Yosys 0.63+post, stock flow scripts
make -C /OpenROAD-flow-scripts/flow DESIGN_CONFIG=/design/flow/config.mk WORK_HOME=/design/flow/orfs finish
==> design/flow/config.mk <==
export PLATFORM = sky130hd
export DESIGN_NAME = uart_rx
export DESIGN_NICKNAME = uart_rx
export VERILOG_FILES = /design/flow/design.v
export SDC_FILE = /design/flow/constraint.sdc
export NUM_CORES = 4
export LEC_CHECK = 1
export CORE_UTILIZATION = 30
==> design/flow/constraint.sdc <==
current_design uart_rx

set clk_period 3.5
set clk_io_pct 0.2

create_clock -name clk0 -period $clk_period [get_ports {i_Clock}]

set non_clock_inputs [all_inputs -no_clocks]
set_input_delay [expr $clk_period * $clk_io_pct] -clock clk0 $non_clock_inputs
set_output_delay [expr $clk_period * $clk_io_pct] -clock clk0 [all_outputs]
==> impl_metrics.py <==
# Metrics from the implementation run
metrics = {
    "timing": {
        "fin_skew_ns": 0.00431,
        "fmax_ghz": 0.473,
        "slew_violations": 0,
        "period_needed_ns": 2.11,
        "fin_setup_tns_ns": 0,
        "rsz0062_at_grt": "no",
        "tightestPinTransition_ns": 0.939,
        "fin_crit_sh_pct": 60.4,
        "finalHoldViolCount": 0,
        "max_slew_margin_pct": 37.1,
        "setup_viol": 0,
    },
    "grt": {
        "grtUsageTotal_pct": 11.5,
        "grt_use_met1_pct": 16.4,
        "grt_pass1_vias": 862,
        "grtUsageMet2_pct": 18.3,
        "top_usage_layer": "met2",
        "overflow": 0,
        "antenna_found_initial": 0,
        "gr-usage-met3_pct": 3.89,
        "grt_max_degree": 15,
        "grt_pass1_wl_um": 3920,
    },
    "cells_and_area": {
        "fin_cells": 179,
        "logic_area_um2": 609,
        "area_delta_synth_final_pct": 14.7,
        "layout-drive-gt1-share_pct": 12.4,
        "lay_top_count": "edfxtp_1",
        "fillers": 403,
        "regArea_um2": 661,
        "mostFrequentLayoutCells": "edfxtp_1 (20), clkdlybuf4s50_1 (10), nand2_1 (9), nor2_1 (9), inv_1 (7)",
    },
    "cts": {
        "numCtsBuffers": 3,
        "cts_buffer_depth": 2,
        "cts.sinks": 23,
        "cts_hold_buffers": 0,
        "post_cts_resized": 0,
        "root_buffer": "clkbuf_8",
        "clkSlewWorstSetupHoldPaths_ns": 0.08,
        "post-cts-setup-buffers": 0,
        "cts_tree": "built",
        "clk_latency_ns": 0.26,
        "htree_levels": 1,
    },
    "synth": {
        "avgSynthCellArea_um2": 11.0,
        "ys_ff": 23,
        "ys_sh_mux_pct": 3.43,
        "ys_seq_share_pct": 50.3,
        "synth_cells": 119,
        "yosys_area_um2": 1310,
        "ys_sh_aoi_pct": 15.1,
        "ys_cells": 119,
        "yosysWarnings": 1,
        "ys_sh_xor_pct": 3.34,
        "ys_sh_simple_pct": 18.9,
        "top_logic_kind": "simple AND/OR/NAND/NOR gates",
        "synth_cell_types": 35,
        "ys_sh_adder_pct": 5.72,
        "syn-cell-area_um2": 1310,
    },
    "pwr": {
        "p_per_area_nw_per_um2": 305,
        "leakagePower_uw": 0.000503,
        "ir_drop_v": 0.000191,
    },
    "routing": {
        "wl_per_cell_um": 13.1,
        "num_antenna_cells": 0,
        "vias": 924,
        "ant_nets": 0,
        "totalWireLength_um": 2350,
        "route.detailed.drc": 0,
        "firstDrtPassIters": 4,
        "vias_per_cell": 5.16,
        "drt_iter0_markers": 56,
    },
    "place": {
        "hpwl_um": 1680,
        "globalplace.congestion": 0.803,
        "io_buffers": 10,
        "dp_cells": 175,
    },
    "floorplan": {
        "ios": 11,
        "core_area_um2": 4090,
        "fp.dieH_um": 68.1,
        "rows": 23,
        "die_area_um2": 4640,
        "fp_util_pct": 32.1,
        "die_w_um": 68.1,
    },
    "setup_path": {
        "reg2reg_to": "r_RX_Byte[4]",
        "arrival_ns": 2.14,
        "start_kind": "register",
        "reg2reg_slack_ns": 1.39,
        "crit_required_ns": 3.52,
        "critical_path_class": "reg2reg",
        "r2r_start": "r_Bit_Index[0]",
        "endpoint_kind": "register",
        "r2r_cells": 5,
        "cp_max_fo": 13,
    },
    "flow_run": {
        "max_cap_violations": 0,
        "warning_count": 29,
    },
    "min_path": {
        "holdPathStages": 1,
        "whs_endpoint": "r_RX_Byte[1]",
        "hold_start": "r_RX_Byte[1]",
        "hp-class": "reg2reg",
    },
    "status": {
        "outcome": "completed",
    },
}
-- stage by stage --
| stage | worst slack [ns] | hold WS (ns) | power (µW) | util (%) | cell area [µm²] |
|---|---|---|---|---|---|
| 6_report | 1.39 | 0.568 | 460 | 36.8 | 1510 |
| 3_5_place_dp | 1.13 | 0.550 | 303 | 35.7 | 1460 |
| 5_1_grt | 1.24 | 0.599 | 479 | 36.8 | 1510 |
| 3_3_place_gp | 1.18 | 0.547 | 303 | 35.7 | 1460 |
| 4_1_cts | 1.37 | 0.576 | 466 | 36.8 | 1510 |
| 2_1_floorplan | 1.44 | 0.503 | 302 | - | 1310 |
-- area by class of cell --
| class | count | area share [%] |
|---|---|---|
| clock buffers | 3 | 2.74 |
| repair buffers | 10 | 6.65 |
| well taps | 50 | 4.16 |
| clock inverters | 1 | 0.333 |
| inverters | 7 | 1.75 |
| multi-input cells | 85 | 40.5 |
| flip-flops and latches | 23 | 43.9 |
-- kinds of logic (layout without fill, tap and decap cells) --
logic type,after synthesis,after routing
adder cells (fa/ha/maj),6,6
XOR/XNOR,5,5
flip-flops,23,23
AND/OR/NAND/NOR,44,44
AND-OR/OR-AND,26,26
buffers and inverters,11,21
multiplexers,4,4
-- worst max-delay path, stage by stage, from the launching register on --
cell,delay (ns)
edfxtp_1,0.61
inv_1,0.09
ha_1,0.25
xor2_1,0.22
nor4_1,0.34
mux2_2,0.37
-- flip-flops by register name, summed over array words and instances, names as in the netlist --
name           count
r_Bit_Index        3
r_Clock_Count      8
r_RX_Byte          8
r_RX_DV            1
r_SM_Main          3
-- report_power, final --
| part | internal [µW] | switching (µW) | leakage, µW |
|---|---|---|---|
| clock network | 79.3 | 83.5 | 0.0000255 |
| logic | 1.50 | 2.03 | 0.000259 |
| registers | 293 | 0 | 0.000219 |
-- per-layer routing --
layer / part of all wire (%) / vias up
met5: 0 / -
met2: 45 / 27
met4: 0.43 / 0
met3: 6.2 / 2
met1: 48 / 423
li1: - / 472
-- Yosys cell counts --
| master | number | area share (%) |
|---|---|---|
| nor4b_2 | 1 | 1.1 |
| xnor2_1 | 2 | 1.3 |
| a21oi_1 | 2 | 0.76 |
| nor3b_1 | 2 | 1.1 |
| nand2_1 | 9 | 2.6 |
| nor2_1 | 9 | 2.6 |
| or3_1 | 3 | 1.4 |
| nor2b_1 | 2 | 0.95 |
| nand3_1 | 6 | 2.3 |
| nor4_1 | 1 | 0.48 |
| mux2_2 | 4 | 3.4 |
| o311ai_0 | 1 | 0.67 |
| a221oi_1 | 3 | 2.0 |
| a31o_2 | 2 | 1.3 |
| or3b_2 | 1 | 0.67 |
| ha_1 | 6 | 5.7 |
| or2_2 | 1 | 0.48 |
| clkbuf_1 | 3 | 0.86 |
| nor4b_1 | 1 | 0.67 |
| xor2_1 | 3 | 2.0 |
| o2bb2ai_1 | 4 | 2.7 |
| a31oi_1 | 1 | 0.48 |
| o211ai_1 | 2 | 1.1 |
| o31a_1 | 1 | 0.67 |
| a211oi_1 | 5 | 2.9 |
| o21ai_0 | 3 | 1.1 |
| buf_2 | 1 | 0.38 |
| nand3b_1 | 2 | 1.1 |
| nand2b_1 | 3 | 1.4 |
| dfxtp_1 | 3 | 4.6 |
| edfxtp_1 | 20 | 46 |
| inv_1 | 7 | 2.0 |
| o21ai_2 | 2 | 1.3 |
| nand4_2 | 1 | 0.95 |
| and3_1 | 2 | 0.95 |
-- worst max-delay path by stage --
stage	end	cells past startpoint	slack, ns	start
6_report	r_RX_Byte[4]	5	1.39	r_Bit_Index[0]
5_1_grt	r_RX_Byte[4]	5	1.24	r_Bit_Index[0]
4_1_cts	r_RX_Byte[4]	5	1.37	r_Bit_Index[0]
Power figures rest on the tool's default switching activity, not on a simulated workload.
