[design/flow/constraint.sdc]
current_design uart_tx

set clk_period 2.9
set clk_io_pct 0.2

create_clock -name clk0 -period $clk_period [get_ports {i_Clock}]

set non_clock_inputs [all_inputs -no_clocks]
set_input_delay [expr $clk_period * $clk_io_pct] -clock clk0 $non_clock_inputs
set_output_delay [expr $clk_period * $clk_io_pct] -clock clk0 [all_outputs]
[design/flow/design.v]
module uart_tx
  #(parameter CLKS_PER_BIT = 217)
  (
   input       i_Rst_L,
   input       i_Clock,
   input       i_TX_DV,
   input [7:0] i_TX_Byte, 
   output reg  o_TX_Active,
   output reg  o_TX_Serial,
   output reg  o_TX_Done
   );
  localparam IDLE         = 2'b00;
  localparam TX_START_BIT = 2'b01;
  localparam TX_DATA_BITS = 2'b10;
  localparam TX_STOP_BIT  = 2'b11;
  reg [2:0] r_SM_Main;
  reg [$clog2(CLKS_PER_BIT):0] r_Clock_Count;
  reg [2:0] r_Bit_Index;
  reg [7:0] r_TX_Data;
  always @(posedge i_Clock or negedge i_Rst_L)
  begin
    if (~i_Rst_L)
    begin
      r_SM_Main <= 3'b000;
    end
    else
    begin
      o_TX_Done <= 1'b0;
      case (r_SM_Main)
      IDLE :
        begin
          o_TX_Serial   <= 1'b1;          
          r_Clock_Count <= 0;
          r_Bit_Index   <= 0;
          if (i_TX_DV == 1'b1)
          begin
            o_TX_Active <= 1'b1;
            r_TX_Data   <= i_TX_Byte;
            r_SM_Main   <= TX_START_BIT;
          end
          else
            r_SM_Main <= IDLE;
        end 
      TX_START_BIT :
        begin
          o_TX_Serial <= 1'b0;
          if (r_Clock_Count < CLKS_PER_BIT-1)
          begin
            r_Clock_Count <= r_Clock_Count + 1;
            r_SM_Main     <= TX_START_BIT;
          end
          else
          begin
            r_Clock_Count <= 0;
            r_SM_Main     <= TX_DATA_BITS;
          end
        end 
      TX_DATA_BITS :
        begin
          o_TX_Serial <= r_TX_Data[r_Bit_Index];
          if (r_Clock_Count < CLKS_PER_BIT-1)
          begin
            r_Clock_Count <= r_Clock_Count + 1;
            r_SM_Main     <= TX_DATA_BITS;
          end
          else
          begin
            r_Clock_Count <= 0;
            if (r_Bit_Index < 7)
            begin
              r_Bit_Index <= r_Bit_Index + 1;
              r_SM_Main   <= TX_DATA_BITS;
            end
            else
            begin
              r_Bit_Index <= 0;
              r_SM_Main   <= TX_STOP_BIT;
            end
          end 
        end 
      TX_STOP_BIT :
        begin
          o_TX_Serial <= 1'b1;
          if (r_Clock_Count < CLKS_PER_BIT-1)
          begin
            r_Clock_Count <= r_Clock_Count + 1;
            r_SM_Main     <= TX_STOP_BIT;
          end
          else
          begin
            o_TX_Done     <= 1'b1;
            r_Clock_Count <= 0;
            r_SM_Main     <= IDLE;
            o_TX_Active   <= 1'b0;
          end 
        end  
      default :
        r_SM_Main <= IDLE;
    endcase
    end 
  end 
endmodule
[design/flow/run.sh]
#!/bin/bash
# OpenROAD 26Q1-2900-gdf79404cd8, Yosys 0.63+post, stock flow scripts
make -C /OpenROAD-flow-scripts/flow DESIGN_CONFIG=/design/flow/config.mk WORK_HOME=/design/flow/orfs finish
[design/flow/config.mk]
export PLATFORM = sky130hd
export DESIGN_NAME = uart_tx
export DESIGN_NICKNAME = uart_tx
export VERILOG_FILES = /design/flow/design.v
export SDC_FILE = /design/flow/constraint.sdc
export NUM_CORES = 4
export LEC_CHECK = 1
export CORE_AREA = 10 10 103 103
export DIE_AREA = 0 0 113 113
==> reports/results.txt <==
CTS Hold Buffers Added - 0
Global-route wire length before repair - 3480 um
Final Cycle Share - 63.3%
FF+latch count, synth - 27
Largest incremental delay on the critical path - 0.70 ns
Syn Inst Count - 90
Post-synth cell types - 32
Slowest-stage cell, CP - clkdlybuf4s50_1
Crit path cell chain - clkdlybuf4s50_1 > o41a_1
Post-DP HPWL - 1530 um
RSZ-0062 raised after global routing - false
FP Rows - 33
Status - finished clean
Final hold violation count - 0
Routed WL per cell - 9.51 um
Gp weighted congestion - 0.721
Post-DRT Antenna Nets - 0
Worst Setup Start Kind - primary input
Die area - 0.0128 mm2
Minimum clock period - 1.84 ns
Clock sink count - 27
Placeable Area - 0.00830 mm2
Worst reg2reg setup slack - 1.14 ns
WHS - 0.586 ns
Final Skew - 0.00855 ns
Global-route usage over all layers - 3.19%
DRT iter0 DRCs - 48
Die Width - 113 um
P_leak - 0.500 nW
R2R depth - 3
Cell Pwr Density - 699 mW/mm2
Filler Cell Count - 886
Remaining Overflow, GRT - 0
Reg-to-reg endpoint - o_TX_Serial
Crit. Startpoint - i_Rst_L
Worst endpoint data arrival time - 1.77 ns
DR vias - 700
Die y size - 113 um
Required time worst endpoint - 2.83 ns
Share of layout cells above drive strength 1 - 8.57%
VDD IR-drop max - 0.000207 V
IO Count - 14
Setup CP Type - primary input to flop
Yosys chip area - 0.00121 mm2
Setup TNS - 0 ns
Max-Cap Viols - 0
DRC - 0
Synth Seq Share - 65.6%
Setup bufs post-CTS - 0
Buffers on Ports - 13
Vias/cell - 3.33
Avg Cell Area, Syn - 13.4 um2
Number of global-route vias before repair - 718
Final setup vio count - 0
Final Max Tran Viols - 0
Maximum operating frequency - 544 MHz
Critical Path End Type - flop
Pre-Place Util - 14.5%
Root Driver - clkbuf_8
Area delta synth->final - 24.8%
Max FO, Critical Path - 10
Worst-path clk slew - 0.09 ns
Yosys warning count - 1
Buf/Inv on CP - 1
Final wirelength - 2000 um
Initial antenna violation count - 0
Antenna Cells - 0
Post-CTS Resized - 0
Clock Latency Late Sink - 0.27 ns
Worst hold-check path type - primary input to asynchronous set/reset pin
Clock tree buffer depth - 2
Max H-tree Level - 1
Yosys cell count - 90
Log Warnings - 25
CTS tree - done
Largest delay share family, worst path - buffers and inverters
Synthesized cell area - 0.00121 mm2
R2R Path Start - r_Bit_Index[0]
Router iterations before antenna repair - 4
Largest net degree at the start of global routing - 17
Inserted Clock Buffers - 3
==> report_power, final <==
group | switching (mW) | total (mW) | internal (mW)
logic | 0.112 | 0.235 | 0.123
clock network | 0.111 | 0.208 | 0.0972
registers | 0.0822 | 0.609 | 0.527
total | 0.305 | 1.05 | 0.747
==> registers in the layout, summed over array words and instances (netlist names) <==
name / flops
r_Clock_Count: 9
r_TX_Data: 8
r_SM_Main: 4
r_Bit_Index: 3
o_TX_Active: 1
o_TX_Done: 1
o_TX_Serial: 1
==> Yosys cell counts (all sizes together) <==
library cell | count | area, um2
dfstp | 1 | 26.3
ha | 2 | 25.0
o211a | 1 | 10.0
clkbuf | 2 | 7.51
mux2i | 2 | 20.0
and3 | 2 | 12.5
xnor2 | 3 | 26.3
dfrtp | 3 | 75.1
o211ai | 1 | 7.51
nand2 | 5 | 18.8
conb | 1 | 3.75
and2 | 1 | 6.26
and2b | 1 | 8.76
inv | 4 | 15.0
o21ai | 3 | 15.0
nand3 | 4 | 20.0
buf | 1 | 11.3
a21oi | 1 | 5.00
edfxtp | 23 | 691
mux4 | 1 | 22.5
nand2b | 2 | 12.5
a31oi | 3 | 25.0
a22o | 2 | 17.5
o31ai | 1 | 7.51
a21o | 1 | 7.51
xor2 | 2 | 17.5
a311o | 1 | 10.0
a2111oi | 1 | 8.76
nor2 | 12 | 45.0
o41a | 2 | 22.5
nor2b | 1 | 6.26
==> per-layer routing <==
metal	up-vias	wire length [um]	part of all wire, %	track usage (%)
met4	0	40	2.0	0.592
met2	17	818	41	4.07
li1	363	-	-	-
met3	2	144	7.2	1.44
met1	318	995	50	4.81
met5	-	0	0	0
==> kinds of logic after synthesis <==
logic type,Yosys count,share of synthesized area (%)
AOI/OAI and AO/OA,17,11.3
xor gates and xnor gates,5,3.63
adders and majority gates,2,2.07
buffers and inverters,7,2.80
DFF,27,65.6
muxes,3,3.52
other,1,0.311
and+or+nand+nor,28,10.8
==> placed cells by master (no fill, tap or decap), drive strengths merged, types with 2 or more instances in the layout <==
cell type,Yosys,routed
a31oi,3,3
nand2,5,5
nand2b,2,2
nor2,12,12
mux2i,2,2
o41a,2,2
clkbuf,2,3
dfrtp,3,3
inv,4,4
and3,2,2
edfxtp,23,23
a22o,2,2
nand3,4,4
xor2,2,2
clkdlybuf4s50,0,13
xnor2,3,3
o21ai,3,3
ha,2,2
==> worst max path at each step <==
stage             endpoint  cells past startpoint
4_1_cts   r_Clock_Count[3]                      2
6_report  r_Clock_Count[6]                      2
5_1_grt   r_Clock_Count[7]                      2
==> worst reg2reg max path: stages, from the launching register on <==
cell and delay (ns):
edfxtp_1 0.53, mux4_2 0.55, nand2b_1 0.15, a311o_1 0.30
==> layout make-up <==
cell class | instances | area (um2) | share of cell area, %
Clock buffer | 3 | 41.3 | 2.74
Clock inverter | 1 | 7.51 | 0.498
Inverter | 4 | 15.0 | 0.997
Multi-Input combinational cell | 56 | 382 | 25.3
Sequential cell | 27 | 792 | 52.6
Tap cell | 105 | 131 | 8.72
Timing Repair Buffer | 14 | 138 | 9.14
==> per-stage QoR <==
step	area (um2)	setup WS (ns)	utilization, %	cells	total power [mW]
2_1_floorplan	1210	1.27	-	90	0.775
3_3_place_gp	1460	0.768	17.6	206	0.849
3_5_place_dp	1460	0.744	17.6	206	0.855
4_1_cts	1510	1.04	18.2	210	1.07
5_1_grt	1510	0.959	18.2	210	1.13
6_report	1510	1.06	18.2	210	1.05
Power is estimated from default activity; no workload was simulated.
